==> flow/design.v <==
module ahbl_gpio(
    input   wire        HCLK,
    input   wire        HRESETn,
    input   wire [31:0] HADDR,
    input   wire [1:0]  HTRANS,
    input   wire     	HREADY,
    input   wire [2:0]  HSIZE,
    input   wire        HWRITE,
    input   wire        HSEL,
    input   wire [31:0] HWDATA,
    output  wire        HREADYOUT,
    output  wire [31:0] HRDATA,
    input  wire [31:0]   GPIO_IN,
    output wire [31:0]   GPIO_OUT,
    output wire [31:0]   GPIO_OE
);
localparam  DATA_REG_OFF = 'h00,
            DIR_REG_OFF  = 'h04;
reg [32:0]  HADDR_d;
reg [2:0]   HSIZE_d;
reg [1:0]   HTRANS_d;
reg         HWRITE_d;
reg         HSEL_d;
wire DATA_REG_sel   = (HADDR_d[23:0] == DATA_REG_OFF);
wire DIR_REG_sel    = (HADDR_d[23:0] == DIR_REG_OFF);
wire ahbl_we        = HTRANS_d[1] & HSEL_d & HWRITE_d;
    always @(posedge HCLK) begin
        if(!HRESETn) begin
            HADDR_d     <= 'h0;
            HSIZE_d     <= 'h0;
            HTRANS_d    <= 'h00;
            HWRITE_d    <= 'h0;
            HSEL_d      <= 'h00;
        end else if(HREADY) begin
            HADDR_d     <= HADDR;
            HSIZE_d     <= HSIZE;
            HTRANS_d    <= HTRANS;
            HWRITE_d    <= HWRITE;
            HSEL_d      <= HSEL;
        end
    end
    reg [31:0] DATAO_REG, DATAI_REG_d, DATAI_REG, DIR_REG;
    always @ (posedge HCLK or negedge HRESETn)
        if(~HRESETn)
            DATAO_REG <= 'h0;
        else if(ahbl_we & DATA_REG_sel)
            DATAO_REG <= HWDATA;
    always @ (posedge HCLK or negedge HRESETn)
        if(~HRESETn)
            DIR_REG <= 'h0;
        else if(ahbl_we & DIR_REG_sel)
            DIR_REG <= HWDATA;
    always @ (posedge HCLK or negedge HRESETn)
        if(~HRESETn) begin
            DATAI_REG_d <= 'h0;
            DATAI_REG <= 'h0;
        end else begin
            DATAI_REG_d <= GPIO_IN;
            DATAI_REG <= DATAI_REG_d;
        end
    assign HRDATA = DATA_REG_sel ? DATAI_REG :
                    DIR_REG_sel  ? DIR_REG :
                    32'hBADDBEEF;
    assign HREADYOUT = 1'b1;  
    assign GPIO_OUT   = DATAO_REG;
    assign GPIO_OE  = DIR_REG;
endmodule
==> flow/run.sh <==
#!/bin/bash
# OpenROAD 26Q1-2900-gdf79404cd8, Yosys 0.63+post, stock flow scripts
make -C /OpenROAD-flow-scripts/flow DESIGN_CONFIG=/design/flow/config.mk WORK_HOME=/design/flow/orfs finish
==> flow/config.mk <==
export PLATFORM = sky130hd
export DESIGN_NAME = ahbl_gpio
export DESIGN_NICKNAME = ahbl_gpio
export VERILOG_FILES = /design/flow/design.v
export SDC_FILE = /design/flow/constraint.sdc
export NUM_CORES = 4
export LEC_CHECK = 1
export CORE_UTILIZATION = 40
==> flow/constraint.sdc <==
current_design ahbl_gpio

set clk_period 5.5
set clk_io_pct 0.2

create_clock -name clk0 -period $clk_period [get_ports {HCLK}]

set non_clock_inputs [all_inputs -no_clocks]
set_input_delay [expr $clk_period * $clk_io_pct] -clock clk0 $non_clock_inputs
set_output_delay [expr $clk_period * $clk_io_pct] -clock clk0 [all_outputs]
==> qor.tcl <==
set qor(tool_warnings) 37
set qor(place.detailed.hpwl_mm) 8.38
set qor(die_h_microns) 119
set qor(worst_pin_slew_ps) 757
set qor(detailroute.wirelength.met3_mm) 1.13
set qor(cts_resized) 0
set qor(cts-hold-fix-buffers) 0
set qor(syn_inst) 342
set qor(worst_setup_path_start_kind) {flip-flop}
set qor(routed_wirelength_mm) 12.3
set qor(synth.lib_cells_used.distinct) 22
set qor(dr.first_iter.drc_count) 95
set qor(cp-startpoint) {HADDR_d[4]$_SDFFE_PN0P_}
set qor(ioPinCount) 203
set qor(seq_cells_post_synth) 155
set qor(synth_area_sq_mm) 0.00547
set qor(cts_sinks) 155
set qor(routed_via_density) 4.70
set qor(slew_viol_final) 0
set qor(grt_pass1_wl_mm) 19.8
set qor(power_leakage_nw) 3.61
set qor(dp.cells) 698
set qor(placementRows) 42
set qor(r2r-start) {HADDR_d[4]$_SDFFE_PN0P_}
set qor(rsz0062_at_grt) {no}
set qor(rrSetupSlack_ps) 3330
set qor(via_count_of_the_first_global_routing_pass) 3713
set qor(global_route.overflow_total) 0
set qor(gp_congestion) 0.782
set qor(drt.antenna.violating_nets) 0
set qor(route.top_layer_used) {met4}
set qor(track_usage) 0.192
set qor(clk_pin_slew_ps) 60
set qor(via_count) 3430
set qor(report.final.hold_viol_count) 0
set qor(cp_num_buf_inv) 2
set qor(drive_gt1_frac) 0.227
set qor(die.size.x_microns) 119
set qor(tritoncts) {built}
set qor(vdd_drop_max_mv) 0.244
set qor(fp_util) 0.411
set qor(critical_path_type) {reg2out}
set qor(met2RoutedLength_mm) 5.66
set qor(area_growth_pct) 49.4
set qor(cpMaxStageDelayCell) {nor4_1}
set qor(timing.critical_path.required_ps) 4400
set qor(worstPathMaxFanout) 13
set qor(routedLengthMet1_mm) 5.26
set qor(synthDominantCellAreaShare) 0.586
set qor(place.port_buffers) 189
set qor(insertion_delay_ps) 420
set qor(post-cts-setup-buffers) 0
set qor(timing.final.crit_share) 0.748
set qor(crit_family) {simple AND/OR/NAND/NOR gates}
set qor(grt_start_max_net_pins) 71
set qor(min_path_type) {reg2reg}
set qor(tritoncts.num_buffers) 17
set qor(synth.largest_area_cell) {dfrtp_1}
set qor(r2r_cells) 5
set qor(yosys.stat.chipArea_sq_mm) 0.00547
set qor(ys_top_cells_by_area) {dfrtp_1, mux2_2, dfxtp_1}
set qor(grt_antenna_before_repair) 0
set qor(max_capacitance_violation_count) 0
set qor(route.antenna.diode_count) 0
set qor(htree_num_levels) 4
set qor(power_density_cells_mw_per_mm2) 318
set qor(path_cells) {nor4_1, nand4_1, or2_1, buf_4, o22a_2, clkdlybuf4s50_1}
set qor(setup_viol_count_final) 0
set qor(r2r_end) {DIR_REG[8]$_DFFE_PN0P_}
set qor(yosysWarningCount) 1
set qor(stages_on_the_worst_setup_path) 6
set qor(fmax_mhz) 243
set qor(routed_wire_length_per_instance_microns) 16.8
set qor(detail_route.first_pass.iterations) 4
set qor(coreArea_sq_mm) 0.0133
set qor(outcome) {finished, final reports clean}
set qor(syn_avg_cell_area_sq_um) 16.0
set qor(final.min_clock_period_ps) 4120
set qor(skew_ps) 7.02
set qor(critPathCaptureType) {output port}
set qor(ys_cells) 342
set qor(die_area_sq_mm) 0.0141
set qor(layoutNonFillerInstCount) 730
set qor(critPathArrivalTime_ps) 3020
set qor(cts_root_buf) {clkbuf_16}
set qor(totalNegativeSetupSlack_ps) 0
set qor(max-slew-margin-rel) 0.493
set qor(cts-root-to-sink-buffers) 2
set qor(detail_route.drc_violations) 0
set qor(max_stage_delay_ps) 500
set qor(synth.yosys.seq_area_share) 0.684
set qor(timing.critical_path.to) {HRDATA[31]}
## through the flow
stage	util	power [W]	instance area (sq um)	hold slack (ps)	setup WS (ps)
3_3_place_gp	0.566	0.00135	7520	331	1810
5_1_grt	0.615	0.00270	8170	354	1150
4_1_cts	0.615	0.00263	8170	347	1280
3_5_place_dp	0.566	0.00135	7520	335	1800
6_report	0.615	0.00260	8170	346	1380
2_1_floorplan	-	0.00124	5470	331	2820
## area by class of cell
| class | count | area [sq um] |
|---|---|---|
| Sequential cell | 155 | 3740 |
| Timing Repair Buffer | 198 | 1960 |
| Multi-Input combinational cell | 169 | 1600 |
| Clock inverter | 12 | 194 |
| Fill cell | 1037 | 5120 |
| Clock buffer | 20 | 457 |
| Tap cell | 176 | 220 |
## Yosys cell counts (all sizes together)
cell type  instances
o22a              24
nor4               5
conb               1
nand4              2
dfxtp             27
nor2               4
dfrtp            128
a22o               8
nor3               2
or2                2
nand3              2
mux2i             27
nor2b             28
buf               14
clkbuf             4
mux2              64
## cells in the final DEF, fill, tap and decap left out, types with 8 or more instances in the layout
master	netlist	final
clkdlybuf4s50_1	0	188
dfrtp_1	128	128
mux2_2	59	59
nor2b_1	28	28
dfxtp_1	27	27
mux2i_1	27	27
o22a_2	23	23
clkbuf_16	0	17
buf_4	3	9
a22o_1	8	8
## power breakdown
group / internal (W) / total (W) / switching (W)
registers: 0.00117 / 0.00119 / 0.0000122
logic: 0.0000891 / 0.000143 / 0.0000541
clock network: 0.000826 / 0.00127 / 0.000443
## state kept, by name (all words and copies together), names as in the netlist
register and cells:
HADDR_d 24, DATAI_REG_d 32, DATAO_REG 32, DATAI_REG 32, HWRITE_d 1, DIR_REG 32
HTRANS_d 1, HSEL_d 1
## kinds of logic after synthesis
family | count (synthesis) | share of synthesized area
flip-flops | 155 | 0.684
buffers and inverters | 18 | 0.0236
AND-OR/OR-AND | 32 | 0.0565
multiplexers | 91 | 0.181
other | 1 | 0.000686
AND/OR/NAND/NOR | 45 | 0.0537
## how the worst min path moves through the flow
stage	start	endpoint	slack (ps)	cells past startpoint
after CTS	DATAI_REG_d[30]$_DFF_PN0_	DATAI_REG[30]$_DFF_PN0_	350	0
after global routing	DATAI_REG_d[16]$_DFF_PN0_	DATAI_REG[16]$_DFF_PN0_	350	0
final	DATAI_REG_d[10]$_DFF_PN0_	DATAI_REG[10]$_DFF_PN0_	350	0
## metal layers
| metal | vias up | GRT usage |
|---|---|---|
| met4 | 0 | 0.0253 |
| met2 | 114 | 0.289 |
| li1 | 1606 | - |
| met1 | 1697 | 0.283 |
| met5 | - | 0 |
| met3 | 13 | 0.0763 |
Power and IR drop assume default switching activity.
