--- flow/constraint.sdc ---
current_design ahbl_flash_ctrl_eb_cache

set clk_period 40.9
set clk_io_pct 0.2

create_clock -name clk0 -period $clk_period [get_ports {HCLK}]

set non_clock_inputs [all_inputs -no_clocks]
set_input_delay [expr $clk_period * $clk_io_pct] -clock clk0 $non_clock_inputs
set_output_delay [expr $clk_period * $clk_io_pct] -clock clk0 [all_outputs]
--- flow/design.v ---
module ahbl_flash_ctrl_eb_cache #(parameter LW=32*8, NL=32) (
    input   wire                HCLK,
    input   wire                HRESETn,
    input   wire                HSEL,
    input   wire [31:0]         HADDR,
    input   wire [1:0]          HTRANS,
    input   wire                HWRITE,
    input   wire                HREADY,
    output  wire                HREADYOUT,
    output  wire [31:0]         HRDATA,
    output wire                 csn,
    output wire                 sck,
    output wire [3:0]           doe,
    output wire [3:0]           do,
    input  wire [3:0]           di
);
    reg             last_HSEL;
    reg [31:0]      last_HADDR;
    reg             last_HWRITE;
    reg [1:0]       last_HTRANS;
    reg             last_valid;
    wire            valid = HSEL & HTRANS[1] & HREADY;
    wire            cpu_hit;
    wire [31:0]     cpu_data;
    wire [LW-1:0]   D;
    wire [31:0]     m_data;
    wire [31:0]     m_addr;
    always@ (posedge HCLK or negedge HRESETn)
        if(~HRESETn) begin
            last_HSEL   <= 'b0;
            last_HADDR  <= 'b0;
            last_HWRITE <= 'b0;
            last_HTRANS <= 'b0;
            last_valid  <= 'b0;
        end
        else if(HREADY) begin
            last_HSEL   <= HSEL;
            last_HADDR  <= HADDR;
            last_HWRITE <= HWRITE;
            last_HTRANS <= HTRANS;
            last_valid  <= valid;
        end
    reg         start;
    wire        done;
    flash_ctrl_eb #(.LW(LW)) flash_ctrl (
        .clk(HCLK),
        .rst_n(HRESETn),
        .start(m_start),
        .done(done),
        .A(last_HADDR[23:0]),
        .D(D),
        .csn(csn),
        .sck(sck),
        .doe(doe),
        .do(do),
        .di(di)
    );
    ro_dmc #(.LW(LW), .NL(NL)) cache (
        .clk(HCLK),
        .rst_n(HRESETn),
        .cpu_rd(valid),
        .cpu_aaddr(HADDR),
        .cpu_daddr(last_HADDR),
        .cpu_hit(cpu_hit),
        .cpu_data(HRDATA),
        .m_data(D),
        .m_start(m_start),
        .m_done(done)
    );
    always@ (posedge HCLK or negedge HRESETn) 
        if(~HRESETn) start <= 1'b0;
        else if(valid & ~cpu_hit) start <= 'b1;
        else start <= 'b0;
    reg hready;
    always@ (posedge HCLK or negedge HRESETn) 
        if(~HRESETn) hready <= 1'b1;
        else if(valid & ~cpu_hit)  hready <= 'b0;
        else if(done & ~start)   hready <= 1'b1;
    assign HREADYOUT = hready;
endmodule
module flash_ctrl_eb #(parameter LW = 256) (
    input  wire             clk,
    input  wire             rst_n,
    input  wire             start,
    output wire             done,
    input  wire [23:0]      A,
    output wire [LW-1:0]    D,
    output wire             csn,
    output wire             sck,
    output wire [3:0]       doe,
    output wire [3:0]       do,
    input  wire [3:0]       di
);
    localparam ENDCNT = 80 + LW/2;
    localparam CNTRW = $clog2(80+LW/2);
    wire trans_off = (bit_cntr == 'd8) | (bit_cntr == 'd18) | (cntr == ENDCNT);
    wire trans_on = (start) | (cntr == 'd19) | (cntr == 'd39);
    reg run;
    always@(posedge clk, negedge rst_n)
        if(!rst_n)
            run <= 1'b0;
        else if(start)
            run <= 1'b1;
        else if(done)
            run <= 1'b0;
    reg first;
    always@(posedge clk, negedge rst_n)
        if(!rst_n)
            first <= 1'b1;
        else if(bit_cntr == 'd40) 
            first <= 1'b0;
    reg csn_reg;
    assign csn = csn_reg;
    always@(posedge clk, negedge rst_n)
        if(!rst_n)
            csn_reg <= 'b1;
        else if(trans_on)
            csn_reg <= 1'b0;
        else if(trans_off)
            csn_reg <= 1'b1;
    reg [CNTRW-1:0] cntr;
    wire [CNTRW-2:0] bit_cntr = cntr [CNTRW-1:1];
    always@(posedge clk, negedge rst_n)
        if(!rst_n)
            cntr <= 'b0;
        else if(start & first)
            cntr <= 'b0;
        else if(start & ~first)
            cntr <= 'd56;
        else if(run)
            cntr <= cntr + 'b1;
    reg [3:0] do_reg;
    assign do = do_reg;
    always @* begin
        case(bit_cntr)
            6'd0  : do_reg = 4'b0000;
            6'd1  : do_reg = 4'b0001;
            6'd2  : do_reg = 4'b0001;
            6'd3  : do_reg = 4'b0000;
            6'd4  : do_reg = 4'b0000;
            6'd5  : do_reg = 4'b0001;
            6'd6  : do_reg = 4'b0001;
            6'd7  : do_reg = 4'b0000;
            6'd10 : do_reg = 4'b0001;
            6'd11 : do_reg = 4'b0000;
            6'd12 : do_reg = 4'b0000;
            6'd13 : do_reg = 4'b0001;
            6'd14 : do_reg = 4'b0001;
            6'd15 : do_reg = 4'b0000;
            6'd16 : do_reg = 4'b0000;
            6'd17 : do_reg = 4'b0001;
            6'd20 : do_reg = 4'b0001;
            6'd21 : do_reg = 4'b0001;
            6'd22 : do_reg = 4'b0001;
            6'd23 : do_reg = 4'b0000;
            6'd24 : do_reg = 4'b0001;
            6'd25 : do_reg = 4'b0000;
            6'd26 : do_reg = 4'b0001;
            6'd27 : do_reg = 4'b0001;
            6'd28 : do_reg = A[23:20];
            6'd29 : do_reg = A[19:16];
            6'd30 : do_reg = A[15:12];
            6'd31 : do_reg = A[11:8];
            6'd32 : do_reg = A[7:4];
            6'd33 : do_reg = A[3:0];
            6'd34 : do_reg = 4'b1010;
            6'd35 : do_reg = 4'b0000;
            6'd36 : do_reg = 4'b0000;
            6'd37 : do_reg = 4'b0000;
            6'd38 : do_reg = 4'b0000;
            6'd39 : do_reg = 4'b0000;
            default: do_reg = 0;
        endcase
    end
    assign do = do_reg;
    assign doe = (bit_cntr > 39) ? 4'h0 : 4'hF;
    reg [LW-1:0] data;
    reg [7:0] dbyte;
    always@(posedge clk, negedge rst_n)
        if(!rst_n)
            dbyte <= 'b0;
        else
            if(bit_cntr > 39)
                case (bit_cntr[0])
                    0: dbyte[7:4] <= di;
                    1: dbyte[3:0] <= di;
                endcase
    always@(posedge clk, negedge rst_n)
        if(!rst_n)
            data <= 'b0;
        else if(cntr > 80)
            if(cntr[1:0] == 2'b0)
                data <= {dbyte, data[LW-1:8]};
    reg sck_reg;
    always@(posedge clk, negedge rst_n)
        if(!rst_n)
            sck_reg <= 1'b0;
        else if(trans_off)
            sck_reg <= 1'b0;
        else if(~csn)
            sck_reg <= ~sck_reg;
    assign sck = sck_reg;
    assign done = (cntr > ENDCNT);  
    assign D = data;
endmodule
module ro_dmc #(parameter LW=32*16, NL=64) (
    input   wire            clk,
    input   wire            rst_n,
    input   wire            cpu_rd,
    input   wire [31:0]     cpu_aaddr,
    input   wire [31:0]     cpu_daddr,
    output  wire            cpu_hit,
    output  wire [31:0]     cpu_data,
    input   wire [LW-1:0]   m_data,
    output  wire [32:0]     m_addr,
    output  wire            m_start,
    input   wire            m_done
);
    localparam      LWB = LW/8;
    localparam      LFW = $clog2(NL);
    localparam      OFW = $clog2(LWB);
    localparam      TFW = 32 - LFW - OFW;
    localparam      OFS = 0;
    localparam      LFS = $clog2(LWB);
    localparam      TFS = LFW + OFW;
    localparam      OFE = $clog2(LWB) - 1;
    localparam      LFE = OFE + LFW;
    localparam      TFE = 31;
    reg[LW-1:0]     DATA[NL-1:0];
    reg[TFW-1:0]    TAG[NL-1:0];
    reg             VALID[NL-1:0];
    wire [LFW-1:0]  dline_no= cpu_daddr[LFE:LFS];
    wire [LFW-1:0]  line_no = cpu_aaddr[LFE:LFS];
    wire [TFW-1:0]  tag     = cpu_daddr[TFE:TFS];
    wire [OFW-1:0]  off     = cpu_daddr[OFW-1:0];
    wire ahit   =   (TAG[line_no] == tag) & (VALID[line_no] == 1'b1);
    wire dhit   =   (TAG[dline_no] == tag) & (VALID[dline_no] == 1'b1); 
    integer i;
    always@(posedge clk, negedge rst_n)
        if(!rst_n)
            for(i=0; i<NL; i=i+1) begin
                VALID[i] <= 'b0;
                TAG[i] <= 'b0;
            end
        else if(m_done) begin
            DATA[dline_no] <= m_data;
            VALID[dline_no] <= 'b1;
            TAG[dline_no] <= tag;
        end
    assign cpu_hit = cpu_rd ? ahit : dhit;
    assign m_start = cpu_rd & ~ahit;
    assign m_addr = cpu_aaddr;
    localparam NW = LW/32;
    wire [31:0] words [NW-1:0];
    wire [LW-1:0] data = DATA[dline_no];
    wire [OFW-3:0] woff = off[OFW-1:2];
    generate
        genvar gi;
        for(gi=0; gi<NW; gi=gi+1)
            assign words[gi] = data[gi*32+31:gi*32];
    endgenerate
    assign cpu_data = words[woff];
endmodule
--- flow/config.mk ---
export PLATFORM = sky130hd
export DESIGN_NAME = ahbl_flash_ctrl_eb_cache
export DESIGN_NICKNAME = ahbl_flash_ctrl_eb_cache
export VERILOG_FILES = /design/flow/design.v
export SDC_FILE = /design/flow/constraint.sdc
export NUM_CORES = 4
export LEC_CHECK = 1
export CORE_UTILIZATION = 30
--- flow/run.sh ---
#!/bin/bash
# OpenROAD 26Q1-2900-gdf79404cd8, Yosys 0.63+post, stock flow scripts
make -C /OpenROAD-flow-scripts/flow DESIGN_CONFIG=/design/flow/config.mk WORK_HOME=/design/flow/orfs finish
==> results.toml <==
# synthesis and place-and-route metrics
[status]
outcome = "completed"

[cells_and_area]
top_register = "cache.DATA"
seqCellArea_um2 = 272000
layout-drive-gt1-share_pct = 18.7
syn2layout_area_growth_pct = 15.8
fillers = 102000
area.combinational_um2 = 60600
largest_reg_flops = 8192
reg_top3 = "cache.DATA x8192, cache.TAG x704, flash_ctrl.data x256"

[timing]
final.period_utilization_pct = 42.8
fmax_mhz = 57.1
layout_setup_ws_ns = 23.40
final.setup_skew_ns = 0.111
drv_slew = 0
tightest_slew_ns = 1.13
rsz0062_at_grt = "no"
layout_min_cycle_time_ns = 17.50
finalSetupViolations = 0
final.setup.tns_ns = 0
slew_headroom_pct = 24.2
hold_viol = 0

[power]
p_sw_share_pct = 23.2
switchingPower_w = 0.00464
power.internal_w = 0.0154
pwr-share-seq_pct = 53.4
clkPwrFrac_pct = 39.9
pwr-share-comb_pct = 6.7
power.density_nw_per_um2 = 51.3
leakage_nw = 136
irDropWorstVdd_uv = 52.1

[detailed_routing]
ant_nets = 0
vias = 200000
drt_pre_antenna_iters = 8
drtIter0Drc = 15600
via_per_inst = 5.79
wl_um = 1250000
routedWlPerCell_um = 36.4
drc_errors = 0

[grt]
grt_max_degree = 116
grt_overflow = 0
grt_pass1_vias = 210000
grt_first_pass_wirelength_um = 1710000
grt_util_all_layers_pct = 23.3
antenna_found_initial = 75

[clock_network]
clockRootBuffer = "clkbuf_16"
cts_buffers = 871
cts_resized = 0
clock_latency_ns = 1.26
clk_pin_slew_ns = 0.06
clock-sinks = 9238
cts_setup_buffers = 0
ctsHoldBuffers = 0
ctsLongestPathBuffers = 4
h-tree-depth = 6
cts_tree = "built"

[synthesis]
ys_cells = 17900
synth-seq-cells = 9238
synth-area-yosys_um2 = 337000
yosys_warnings = 7
ys_seq_share_pct = 80.7
synth_cells = 17900
synth_cell_types = 85
area_leaders = "edfxtp_1, dfrtp_1, a221oi_1"
netlist_area_um2 = 337000
yosys.area.top_type = "edfxtp_1"
syn_avg_cell_area_um2 = 18.9
synth-edff-count = 8192
ys.flop_type = "edfxtp_1"
synthArstFlopShare_pct = 11.3
top_area_share_pct = 73.0

[floorplanning]
rows = 389
core_area_um2 = 1120000
chipArea_um2 = 1130000
core_util_floorplan_pct = 30.1
dieHeight_um = 1060
ios = 86
die_w_um = 1060

[critical_path]
end_kind = "primary output"
cp_slowest_stage_delay_ns = 0.80
crit_path_cell_trace = "buf_4 -> nand3b_1 -> nor2_4 -> buf_4 -> buf_4 -> buf_4 -> buf_4 -> buf_4 -> a22o_1 -> a221oi_1 -> nand4_1 -> nor3_1 -> o2111ai_1 -> nor3_1 -> a21oi_1 -> clkdlybuf4s50_1"
cpMaxStageDelayCell = "o2111ai_1"
critPathBufInv = 7
worstSetupStartpointType = "flop"
critPathKind = "reg -> out"
worstPathMaxFanout = 25
worstPathRequired_ns = 32.72
crit_family = "buffers and inverters"
path_common_cell = "buf_4"
critical_path_arrival_ns = 9.32

[run]
openroad.warnings = 34
maxCapViolCount = 0

[min_path]
hp-class = "reg -> reg"

[place]
gp_congestion = 0.887
hpwl_um = 678000
io_buffers = 83
dp_slack_ns = 24.78
==> cell usage after synthesis (12+ instances only) <==
cell type,number
a2111oi_0,19
a211oi_1,12
a21oi_1,164
a221oi_1,1590
a222oi_1,61
a22o_1,1523
a22oi_1,874
a2bb2oi_1,24
a32oi_1,13
and2_1,35
and3_1,91
and4_1,12
buf_1,219
buf_2,27
buf_6,12
clkbuf_1,997
dfrtp_1,1043
edfxtp_1,8192
inv_1,16
mux2_2,999
mux2i_1,47
nand2_1,235
nand2b_1,66
nand3_1,163
nand4_1,608
nand4b_1,27
nor2_1,111
nor3_1,103
nor4_1,28
o2111ai_1,19
o21ai_0,82
o221ai_1,178
o22ai_1,19
o32ai_1,45
or2_2,38
==> cells in the final DEF (no fill, tap or decap), drive strengths merged, types with 27 or more instances in the layout <==
| master | netlist | routed |
|---|---|---|
| a22oi | 874 | 874 |
| o221ai | 178 | 178 |
| dfrtp | 1043 | 1043 |
| nand3 | 164 | 164 |
| and2 | 36 | 36 |
| clkbuf | 998 | 1190 |
| a221oi | 1590 | 1590 |
| or2 | 40 | 40 |
| nand2b | 66 | 66 |
| nand4b | 27 | 27 |
| bufinv | 0 | 54 |
| o32ai | 46 | 46 |
| nor2 | 116 | 116 |
| o21ai | 83 | 83 |
| nor4 | 28 | 28 |
| nor3 | 104 | 104 |
| a22o | 1523 | 1523 |
| edfxtp | 8192 | 8192 |
| clkdlybuf4s50 | 0 | 76 |
| diode | 0 | 93 |
| nand4 | 608 | 608 |
| buf | 267 | 1216 |
| a222oi | 61 | 61 |
| a21oi | 164 | 164 |
| mux2 | 1009 | 1009 |
| inv | 16 | 34 |
| mux2i | 47 | 47 |
| clkinv | 0 | 335 |
| and3 | 93 | 93 |
| nand2 | 235 | 235 |
==> worst paths after layout <==
kind                                 startpoint             endpoint  slack [ns]  cells after the start
worst max-delay path              last_HADDR[9]           HRDATA[11]       23.40                     16
worst min-delay path            cache.VALID[18]      cache.VALID[18]        0.47                      1
worst max register to register    last_HADDR[9]    cache.DATA[0][26]       34.03                     11
worst min register to register  cache.VALID[18]      cache.VALID[18]        0.47                      1
max in group asynchronous               HRESETn  flash_ctrl.data[68]       30.10                      6
min in group asynchronous               HRESETn     cache.TAG[12][8]        6.85                      1
==> power by group through the flow <==
stage | combinational [W] | clock, W | sequential, W
global route | 0.00140 | 0.00838 | 0.0107
finish | 0.00134 | 0.00799 | 0.0107
CTS | 0.00131 | 0.00802 | 0.0107
==> metal layers <==
layer	track usage, %	up-vias	share of wire, %
met1	21.6	98200	28
li1	-	77800	-
met3	23.5	3702	22
met4	9.53	147	5.2
met5	2.52	-	0.26
met2	33.3	19700	44
==> worst reg2reg max path, stage by stage (launching register included) <==
cell	delay [ns]
dfrtp_4	0.61
buf_4	0.35
or3_1	0.70
or2_4	0.54
buf_4	0.42
buf_4	0.45
nor2_4	0.20
buf_4	0.43
and2_4	0.73
buf_4	0.64
buf_4	0.73
buf_4	0.72
==> through the flow <==
step	hold WS, ns	util [%]	total power (W)	std cells	cell area (um2)
after floorplan	0.435	-	0.0114	17900	337000
after global placement	0.448	32.3	0.0122	32700	362000
after detailed placement	0.449	32.3	0.0122	32700	362000
after CTS	0.463	34.8	0.0200	34400	390000
after global routing	0.481	34.8	0.0205	34400	390000
final	0.467	34.8	0.0200	34500	390000
==> area by class of cell <==
cell class | instances | area share (%)
diodes | 93 | 0.0596
clock buffers | 1190 | 6.09
clock inverters | 425 | 1.13
inverters | 16 | 0.0154
multi-input cells | 7343 | 15.5
flip-flops and latches | 9238 | 69.7
well taps | 14900 | 4.76
repair buffers | 1292 | 2.67
==> cell families after synthesis <==
kind of cell	after synthesis	synth area share, %
AND-OR/OR-AND	4675	11.6
AND/OR/NAND/NOR	1591	2.66
buffers and inverters	1281	1.47
flip-flops	9238	80.7
adder cells (fa/ha/maj)	2	0.00742
XOR/XNOR	18	0.0468
multiplexers	1057	3.52
Power is estimated from default activity; no workload was simulated.
